### design/flow/config.mk
export PLATFORM = sky130hd
export DESIGN_NAME = receiver
export DESIGN_NICKNAME = receiver
export VERILOG_FILES = /design/flow/design.v
export SDC_FILE = /design/flow/constraint.sdc
export NUM_CORES = 4
export LEC_CHECK = 1
export CORE_UTILIZATION = 40
### design/flow/constraint.sdc
current_design receiver

set clk_period 13.1
set clk_io_pct 0.2

create_clock -name clk0 -period $clk_period [get_ports {clk}]
create_clock -name clk1 -period $clk_period [get_ports {signal}]

set non_clock_inputs [all_inputs -no_clocks]
set_input_delay [expr $clk_period * $clk_io_pct] -clock clk0 $non_clock_inputs
set_output_delay [expr $clk_period * $clk_io_pct] -clock clk0 [all_outputs]
### design/flow/design.v
module receiver(clk, signal, detect, l_right, l_left);
	output l_right, l_left;
	output wire [7:0] detect;
	input clk, signal;
	wire [7:0] aux;
	wire [7:0] average;
	wire error;
	assign detect = {average[7:3], l_right, l_left, ~signal} | {8{error}};
	wire edge_signal;
	pos_edge_det ped(signal, clk_1khz, edge_signal);
	freq_div #(30000, 15) div(clk, clk_1khz);
	signal_comparator cmp(.clk(clk_1khz), .signal(signal), .detect(aux), .error(error), .edge_signal(edge_signal));
	signal_filter filter(signal, aux, average);
	obturador ob(clk_1khz, edge_signal, average, l_right, l_left);
endmodule
module obturador(clk, edge_signal, cycle, right, left);
	output right, left;
	input clk, edge_signal;
	input wire [7:0] cycle;
	reg [7:0] count = 0;
	assign right = count < {1'b0, cycle[7:1]}? 1: 0;
	assign left = ~right;
	always @(posedge clk)
	if((count == cycle) || (edge_signal))
		count <= 0;
	else
		count <= count +1;
endmodule
module signal_comparator(clk, signal, edge_signal, detect, error);
	output reg [7:0] detect;
	output reg error;
	input clk, signal, edge_signal;
	reg [7:0] det = 0;
	always @(posedge clk)
		if(edge_signal)
		begin
			detect <= det? det: detect;
			det <= 0;
			error <= 0;
		end
		else if(!error)
		begin
			if(&det)error <= 1;
			det <= det + 1;
		end
endmodule
module signal_filter(signal, detect, average);
	input signal;
	input wire [7:0] detect;
	output wire [7:0] average;
	reg [7:0] mem [15:0];
	reg [3:0] count = 0;
	wire [11:0] adder;
	assign adder = mem[0] + mem[1] + mem[2] + mem[3] + mem[4] + mem[5] + mem[6] + mem[7] + mem[8] + mem[9] + mem[10] + mem[11] + mem[12] + mem[13] + mem[14] + mem[15];
	assign average = {5'b00000, adder[11:4]};
	always @(posedge signal)
		begin
			if (count == 4'b1111)
				count <= 0;
			else
				count <= count + 1;
			mem[count] <= detect;
		end
endmodule
module freq_div #(parameter PERIOD=6000,
					parameter PERIOD_WIDTH=12) (input clk, output reg clk_1khz);
    reg [PERIOD_WIDTH:0] count = 0;
    always @(posedge clk)
     begin
        if(count == PERIOD)
            begin
                clk_1khz <= ~clk_1khz;
                count <= 0;
            end
        else
            count <= count + 1;
     end
endmodule
module pos_edge_det ( input sig, input clk, output pe);
    reg   sig_dly;
	always @ (posedge clk) begin
		sig_dly <= sig;
	end
	assign pe = sig & ~sig_dly;
endmodule
### design/flow/run.sh
#!/bin/bash
# OpenROAD 26Q1-2900-gdf79404cd8, Yosys 0.63+post, stock flow scripts
make -C /OpenROAD-flow-scripts/flow DESIGN_CONFIG=/design/flow/config.mk WORK_HOME=/design/flow/orfs finish
==> flow_metrics.env <==
# flow metrics
export IMPL_routedWlPerCell_um=14.31
export IMPL_grt_max_degree=28
export IMPL_final_comb_area_mm2=0.003973
export IMPL_synth_cell_types=53
export IMPL_openroad_warnings=50
export IMPL_finClkSkew_ns=0.007334
export IMPL_path_max_fanout=8
export IMPL_fin_cells=1065
export IMPL_path_buffers=7
export IMPL_cp_top_family="adder cells"
export IMPL_status="complete, no violations"
export IMPL_ir_drop_uv=110.0
export IMPL_dp_cells=1013
export IMPL_die_x_um=155.6
export IMPL_drt_iter0_markers=297
export IMPL_min_to="div.count[15]$_SDFF_PN0_"
export IMPL_p_leak_nw=4.793
export IMPL_slew_headroom=0.5092
export IMPL_layout_drive_gt1_share=0.08378
export IMPL_vias=5038
export IMPL_async_flop_share=0
export IMPL_fa_ha_area_frac=0.2668
export IMPL_setup_tns_ns=0
export IMPL_grt_pass1_vias=5803
export IMPL_slowest_delay_ns=0.54
export IMPL_synthXorXnorAreaFrac=0.03991
export IMPL_ys_ff=175
export IMPL_cp_required_ns=10.48
export IMPL_yosys_area_mm2=0.009437
export IMPL_die_h_um=155.6
export IMPL_tightest_slew_ns=0.7362
export IMPL_path_clk_slew_ns=0.06
export IMPL_arrival_ns=9.33
export IMPL_ys_seq_share=0.5166
export IMPL_simple_gate_share=0.07544
export IMPL_holdWs_ns=0.4741
export IMPL_crit_type="reg -> out"
export IMPL_grt_overflow=0
export IMPL_rrSetupSlack_ns=11.04
export IMPL_hold_violations=0
export IMPL_die_area_mm2=0.02421
export IMPL_yosys_warnings=6
export IMPL_antenna_found_initial=0
export IMPL_port_buffers=10
export IMPL_rsz0062_at_grt="no"
export IMPL_drv_slew=0
export IMPL_cts_tree="yes"
export IMPL_drtPass1Iterations=6
export IMPL_cts_resized=0
export IMPL_cts_setup_buffers=0
export IMPL_hold_class="reg -> reg"
export IMPL_place_congestion=0.8637
export IMPL_cp_common_cell="fa_1"
export IMPL_setup_violations=0
export IMPL_register_area_mm2=0.004875
export IMPL_hp_start="div.count[15]$_SDFF_PN0_"
export IMPL_regToRegStartpoint="div.count[11]$_SDFF_PN0_"
export IMPL_via_per_inst=4.731
export IMPL_cp_slowest_cell="fa_1"
export IMPL_edf_count=137
export IMPL_syn_area_mm2=0.009437
export IMPL_core_mm2=0.02292
export IMPL_flop_cell="edfxtp_1"
export IMPL_syn_inst=695
export IMPL_logic_family="adder cells"
export IMPL_min_path_cells=1
export IMPL_power_total_mw=1.366
export IMPL_p_per_area_mw_per_mm2=124.2
export IMPL_antennaDiodeCount=0
export IMPL_postSynthAreaPerCell_um2=13.58
export IMPL_unclocked_regs=26
export IMPL_initCoreUtil=0.4118
export IMPL_grt_first_pass_wirelength_um=26590
export IMPL_r2r_cells=3
export IMPL_fillers=1867
export IMPL_hpwlAfterDp_um=11480
export IMPL_wirelength_um=15240
export IMPL_start_kind="flop"
export IMPL_cp_end_kind="primary output"
export IMPL_r2r_end="div.clk_1khz$_DFFE_PN_"
export IMPL_ctsHoldBuffers=0
export IMPL_untimed_endpoints=162
export IMPL_ys_sh_mux=0.002121
export IMPL_aoi_share=0.03673
export IMPL_area_growth_pct=16.51
export IMPL_maxCapViolations=0
export IMPL_ant_nets=0
export IMPL_grt_use_total=0.1517
export IMPL_io_pins=12
export IMPL_ys_cells=695
export IMPL_drcViolationCount=0
export IMPL_final_util=0.4798
export IMPL_row_count=55
cell type report:
class,count,area share
clock buffers,38,0.07932
clock inverters,15,0.01992
inverters,151,0.05155
multi-input cells,363,0.3613
flip-flops and latches,175,0.4434
well taps,313,0.03562
repair buffers,10,0.008877
placed cells by master (no fill, tap or decap), types with 5 or more instances in the layout:
cell and count:
dfxtp_1 38, and3_1 10, o21ai_0 12, xor2_1 19, clkbuf_16 34, and2_1 13, edfxtp_1 137, nand4_1 5
nand3_1 10, xnor2_1 24, fa_1 101, nor2b_1 7, nor2_1 33, nor3_1 11, or3_1 6, inv_1 151
ha_1 38, clkdlybuf4s50_1 10, a21oi_1 9, nand2_1 12
sequential cells by signal (all words and copies together) (netlist names):
register,count
cmp.det,8
ped.sig_dly,1
div.clk_1khz,1
filter.mem,128
filter.count,4
ob.count,8
div.count,16
cmp.detect,8
cmp.error,1
power breakdown:
group          total [mW]  internal [mW]  switching [mW]
clock               0.845          0.587           0.258
combinational  0.00000231              0               0
sequential          0.521          0.521               0
total                1.37           1.11           0.258
per-layer routing:
metal / vias to the layer above / track usage / routed length, um
met3: 8 / 0.08119 / 1333
met4: 0 / 0.03128 / 82
met1: 2504 / 0.2091 / 6481
met5: - / 0 / 0
met2: 165 / 0.2255 / 7341
li1: 2361 / - / -
cell usage after synthesis, types with 2 or more instances:
cell	instances	area, um^2
and2_1	13	81.33
a21oi_1	9	45.04
nor2_1	33	123.9
nand2b_1	4	25.02
fa_1	101	2022
mux2i_1	2	20.02
nor3_1	11	55.05
nand2_1	12	45.04
dfxtp_1	38	760.7
nand3_1	10	50.05
ha_1	38	475.5
o21a_1	3	22.52
or2_2	4	25.02
a21o_1	3	22.52
nor2b_1	7	43.79
nor3b_1	2	15.01
xor2_1	19	166.4
and3_2	2	15.01
clkbuf_1	6	22.52
a21boi_0	2	15.01
xnor2_1	24	210.2
inv_1	151	566.8
edfxtp_1	137	4114
nand4b_1	3	26.28
nand4_1	5	31.28
maj3_1	2	20.02
o21ai_0	12	60.06
a31oi_1	3	18.77
and3_1	10	62.56
or3_1	6	37.54
metrics by stage:
step / setup slack [ns] / cell area, um^2
global placement: 1.909 / 9913
floorplan: 2.793 / 9437
finish: 1.148 / 10990
detailed placement: 1.720 / 9913
CTS: 1.124 / 10990
global route: 0.3635 / 10990
cells by family (layout without fill, tap and decap cells):
kind of cell | count (synthesis) | after routing
xor gates and xnor gates | 43 | 43
muxes | 2 | 2
and+or+nand+nor | 129 | 129
DFF | 175 | 175
adders and majority gates | 141 | 141
AOI/OAI and AO/OA | 48 | 48
buffers and inverters | 157 | 214
worst max path at each step:
stage	endpoint	startpoint	depth (start not counted)
6_report	detect[1]	filter.mem[1][0]$_DFFE_PP_	32
5_1_grt	detect[1]	filter.mem[1][0]$_DFFE_PP_	32
4_1_cts	detect[1]	filter.mem[1][0]$_DFFE_PP_	32
Power figures rest on the tool's default switching activity, not on a simulated workload.
